--- design/flow/design.v ---
module vc_ResetRegfile_1r1w
#(
  parameter p_data_nbits  = 1,
  parameter p_num_entries = 2,
  parameter c_addr_nbits  = $clog2(p_num_entries)
)(
  input  logic                    clk,
  input  logic                    reset,
  input  logic [c_addr_nbits-1:0] read_addr,
  output logic [p_data_nbits-1:0] read_data,
  input  logic                    write_en,
  input  logic [c_addr_nbits-1:0] write_addr,
  input  logic [p_data_nbits-1:0] write_data
);
  logic [p_data_nbits-1:0] rfile[p_num_entries-1:0];
  assign read_data = rfile[read_addr];
  always_ff @( posedge clk )
    if ( write_en )
      rfile[write_addr] <= write_data;
endmodule
module vc_EnResetReg
#(
  parameter p_nbits = 1
)(
  input  logic               clk,    
  input  logic               reset,  
  output logic [p_nbits-1:0] q,      
  input  logic [p_nbits-1:0] d,      
  input  logic               en      
);
  always_ff @( posedge clk )
    if ( en )
      q <= d;
endmodule
module lab4_branch_BranchGShare
#(
  parameter PHT_size  = 2048
)
(
  input  logic         clk,
  input  logic         reset,
  input logic update_en,
  input logic update_val,
  input logic [31:0] PC,
  output logic prediction
);
  localparam c_addr_nbits  = $clog2(PHT_size);
  logic glob_reg_en;
  logic [ 1:0] pht_wdata;
  logic [c_addr_nbits-1:0] glob_reg_out;
  logic [c_addr_nbits-1:0] glob_reg_update;
  vc_EnResetReg #(c_addr_nbits) glob_reg 
  (
    .clk (clk), 
    .reset (reset), 
    .d    ( glob_reg_update ), 
    .q    ( glob_reg_out ), 
    .en   ( glob_reg_en ) 
  );
  logic [c_addr_nbits-2:0] extender; 
  assign extender = 0; 
  assign glob_reg_update = {extender,update_val} + (glob_reg_out << 1);
  logic [c_addr_nbits-1:0] index; 
  assign index = PC[c_addr_nbits-1+2:2] ^ glob_reg_out;
  logic [ 1:0] rdata;
  vc_ResetRegfile_1r1w #(2, PHT_size) pht
  (
    .clk(clk), 
    .reset(reset), 
    .read_addr(index),
    .read_data(rdata),
    .write_en(update_en),
    .write_addr(index),
    .write_data(pht_wdata)
  );
  assign prediction = rdata[1];
  assign glob_reg_en = update_en;
  always_comb begin 
    if ( update_en ) begin       
      casez ( rdata ) 
        2'b00:   if ( update_val ) pht_wdata = 2'b1; 
                 else pht_wdata = 2'b0; 
        2'b11:   if ( update_val ) pht_wdata = 2'b11; 
                 else pht_wdata = 2'b10; 
        default: if ( update_val ) pht_wdata = rdata + 1; 
                 else pht_wdata = rdata - 1; 
      endcase
    end 
    else begin 
      pht_wdata = 2'hx; 
    end 
  end
endmodule
--- design/flow/run.sh ---
#!/bin/bash
# OpenROAD 26Q1-2900-gdf79404cd8, Yosys 0.63+post, stock flow scripts
make -C /OpenROAD-flow-scripts/flow DESIGN_CONFIG=/design/flow/config.mk WORK_HOME=/design/flow/orfs finish
--- design/flow/config.mk ---
export PLATFORM = sky130hd
export DESIGN_NAME = lab4_branch_BranchGShare
export DESIGN_NICKNAME = lab4_branch_BranchGShare
export VERILOG_FILES = /design/flow/design.v
export SDC_FILE = /design/flow/constraint.sdc
export NUM_CORES = 4
export LEC_CHECK = 1
export CORE_UTILIZATION = 30
--- design/flow/constraint.sdc ---
current_design lab4_branch_BranchGShare

set clk_period 680.6
set clk_io_pct 0.2

create_clock -name clk0 -period $clk_period [get_ports {clk}]

set non_clock_inputs [all_inputs -no_clocks]
set_input_delay [expr $clk_period * $clk_io_pct] -clock clk0 $non_clock_inputs
set_output_delay [expr $clk_period * $clk_io_pct] -clock clk0 [all_outputs]
==> GITHUB_STEP_SUMMARY <==
## Synthesis and layout report

| Metric | Value |
|---|---|
| Status | finished clean |
| Max incr delay on CP | 870 ps |
| Initial antenna violation count | 45 |
| Critical path cell sequence | clkdlybuf4s50_1, xnor2_4, buf_4, buf_4, buf_4, buf_4, buf_4, buf_4, buf_4, buf_4, nand2_1, nand3_1, nand4_1, or3_1, o21ai_0, and4_1, a21boi_1, a2111o_1, nor4b_4, clkdlybuf4s50_1 |
| Max Transition Viols Final | 0 |
| Final setup TNS | 0 ps |
| Count of state elements after synthesis | 4107 |
| Post-synthesis adder-cell area fraction | 0.0119% |
| Distinct lib cells used | 66 |
| CP Capture Type | output pin |
| XOR/XNOR share of the synthesized area | 0.133% |
| Clock buffer depth | 4 |
| Pleak | 59.9 nW |
| Ys cells | 12.2k |
| Max FO, Critical Path | 47 |
| Yosys stat area | 168000 sq um |
| Die width | 750 microns |
| Mapped Area | 168000 sq um |
| Main logic family | simple AND/OR/NAND/NOR gates |
| Cycle use final | 41.4% |
| Pwr Density | 3.33 nW/um^2 |
| Ys Warns | 3 |
| Tmin final | 282040 ps |
| Final WL | 616 mm |
| Hold_buf cts | 0 |
| Largest net degree at the start of global routing | 161 |
| Cell count after synthesis | 12.2k |
| Mux area share | 6.32% |
| Max Freq | 3.55 MHz |
| H-tree levels | 5 |
| CP arrival | 145920 ps |
| Critical Path RT | 544480 ps |
| Die area | 562000 sq um |
| Antenna-violating nets left | 0 |
| Per-cell routed wire length | 30.7 microns |
| Number of global-route vias before repair | 111k |
| Row cnt | 274 |
| Vias per inst | 5.41 |
| First-pass GRT wire length | 853 mm |
| Slowest CP cell | o21ai_0 |
| I/O Buffers | 14 |
| Mean post-synth cell area | 13.8 sq um |
| Num ports | 37 |
| Fill count | 53.0k |
| Detailed-route via count | 109k |
| Setup Skew | 49.9 ps |
| Peak supply drop | 0.00238 mV |
| Worst setup path class | input pin to output pin |
| Routability cong. | 0.960 |
| AO/OA Area Share | 5.09% |
| Clk latency late pin | 1020 ps |
| CP Launch Type | input pin |
| Relative slew slack | 23.5% |
| Gr usage total | 23.1% |
| DRT Pass-1 Iters | 8 |
| Dpl cell area | 178000 sq um |
| Fp util | 30.1% |
| Setup violators final | 0 |
| Drt drc | 0 |
| CTS tree | built |
| Hold WC Path Type | flip-flop to flip-flop |
| Final Hold Viols | 0 |
| Clock slew at reported path FFs | 60 ps |
| Post-CTS Resized | 0 |
| Ys flop type | edfxtp_1 |
| Measured slew at the worst slew-check pin | 1140 ps |
| Number of max-cap violations | 0 |
| RSZ-0062 raised after global routing | false |
| Layout cells sized above 1 | 12.0% |
| Dominant cell type by count on the critical path | buf_4 |
| Post-DP HPWL | 360 mm |
| 1st-iter DRT viols | 9416 |
| CTS sink cnt | 4107 |
| Tool warnings | 78 |
| TritonCTS Buffers | 423 |
| Simple share | 12.2% |
| Placeable Area | 557000 sq um |
| Post-synth EDFFs | 4107 |
| Clk root buf | clkbuf_16 |
| GR Overflow Total | 0 |
| Post-route cell area | 192000 sq um |
| Register share after synthesis | 73.5% |
| Setup bufs post-CTS | 0 |
| Post-synth ARST share | 0% |
| Die Y | 750 microns |
| Area grow syn2layout | 14.3% |
[stage by stage]
step	hold slack [ps]	std cells	setup slack [ps]	util (%)	total power [mW]
after floorplan	492	12200	405740	-	0.441
after global placement	500	19200	398800	32.0	0.413
after detailed placement	503	19200	398840	32.0	0.413
after CTS	517	20000	398820	34.4	0.637
after global routing	545	20000	398380	34.4	0.653
final	521	20100	398560	34.4	0.639
[critical path: cells and delay by family]
kind,cells,cell delay [ps]
buf+inv,10,6080
compound gates,3,1330
simple gates,6,1990
xor+xnor,1,140
[worst paths after layout]
path,startpoint,to,slack [ps],depth (start not counted)
max,PC[2],prediction,398560,20
min,glob_reg.q[9],glob_reg.q[10],520,0
min reg2reg,glob_reg.q[9],glob_reg.q[10],520,0
max reg2reg,glob_reg.q[0],pht.rfile[1843][0],666850,25
[layout make-up]
cell class | count | area [sq um] | share of cell area [%]
diodes | 69 | 173 | 0.0901
clock buffers | 518 | 11100 | 5.78
clock inverters | 261 | 2350 | 1.22
multi-input cells | 7051 | 40600 | 21.2
flip-flops and latches | 4107 | 123000 | 64.3
well taps | 7452 | 9320 | 4.86
repair buffers | 599 | 4780 | 2.49
[per-layer routing]
| layer | track usage [%] | up-vias | routed length, microns |
|---|---|---|---|
| met5 | 4.69 | - | 3210 |
| met2 | 31.7 | 7859 | 262000 |
| met4 | 11.9 | 122 | 40100 |
| met1 | 22.6 | 53300 | 179000 |
| met3 | 21.5 | 1758 | 131000 |
| li1 | - | 45600 | - |
[cell families after synthesis]
group                      Yosys count
AOI/OAI and AO/OA                 1131
DFF                               4107
muxes                              805
xor gates and xnor gates            22
and+or+nand+nor                   5091
buffers and inverters              993
adders and majority gates            2
[layout by cell type, fill, tap and decap left out, types with 143 or more instances in the layout]
master        n
a31oi_1     155
a32oi_1     366
buf_4       565
clkbuf_16   429
edfxtp_1   4107
mux2i_1     601
mux4_2      201
nand2_1    2091
nand3_1     457
nand4_1     143
nor2_1     2177
o22ai_1     174
[registers in the layout, summed over array words and instances (netlist names)]
name	flops
pht.rfile	4096
glob_reg.q	11
[Yosys cell counts, drive strengths merged, types with 6 or more instances]
library cell,number,share of area [%]
a21oi,34,0.10
o21ai,104,0.31
a32oi,366,1.9
o31ai,17,0.076
xnor2,11,0.071
a2111oi,9,0.054
a211oi,13,0.058
clkbuf,606,1.4
a31oi,155,0.58
nand2,2142,4.8
o2111ai,24,0.13
o211ai,11,0.049
nand4,143,0.53
nor2,2194,4.9
nor3,46,0.14
xor2,11,0.062
o22ai,174,0.65
a22oi,34,0.15
nand3,458,1.4
o41ai,6,0.031
o22a,7,0.037
edfxtp,4107,74
a221oi,77,0.40
a32o,28,0.17
mux2i,601,3.6
mux4,202,2.7
o221ai,28,0.15
buf,387,1.4
a311oi,15,0.078
and3,37,0.14
nor4,54,0.22
[power by group]
group	internal [mW]	switching [mW]	total [mW]	leakage [nW]
Combinational	0.0178	0.0795	0.0973	16.5
Sequential	0.313	0.0000915	0.313	36.8
Clock	0.129	0.0987	0.228	6.55
Total	0.460	0.178	0.639	59.9
Power figures rest on the tool's default switching activity, not on a simulated workload.
